File: flow/config.mk
export PLATFORM = sky130hd
export DESIGN_NAME = Lab3_BCD_to_Excess3_structure
export DESIGN_NICKNAME = Lab3_BCD_to_Excess3_structure
export VERILOG_FILES = /design/flow/design.v
export SDC_FILE = /design/flow/constraint.sdc
export NUM_CORES = 4
export LEC_CHECK = 1
export CORE_AREA = 10 10 70 70
export DIE_AREA = 0 0 80 80
File: flow/constraint.sdc
current_design Lab3_BCD_to_Excess3_structure

set clk_period 1.7
set clk_io_pct 0.2

create_clock -name clk0 -period $clk_period [get_ports {clock}]

set non_clock_inputs [all_inputs -no_clocks]
set_input_delay [expr $clk_period * $clk_io_pct] -clock clk0 $non_clock_inputs
set_output_delay [expr $clk_period * $clk_io_pct] -clock clk0 [all_outputs]
File: flow/design.v
module D_ff_AR(D,clk,sync_reset,Q);
input D;  
input clk;  
input sync_reset;  
output reg Q; 
always @(posedge clk,negedge sync_reset) 
begin
 if(sync_reset==0)
  Q <= 1'b0; 
 else 
  Q <= D; 
end 
endmodule 
module Lab3_BCD_to_Excess3_structure(z,x,clock,reset);
	output z;
	input x;
	input clock;
	input reset; 
	wire D2,D1,D0;
	wire A2,A1,A0;
	assign D2 = (!A2)&&(A1)||A2&&(!A1)&&(!A0)||(!A2)&&A0&&x;
	assign D1 = (!A2)&&(!A1)&&(!A0)&&x||(!A2)&&A1&&A0&&x||(!A2)&&(!A1)&&A0&&(!x);
	assign D0 = (!A2)&&(!A1)&&(!x)||(!A1)&&(!A0)&&(!x)||(!A2)&&A1&&A0;
	assign z = (!A2)&&(!A1)&&(!x)||(!A2)&&A1&&x||A2&&(!A0)&&(!x)||A2&&(!A1)&&A0&&x;
	D_ff_AR M2(D2,clock,reset,A2);
   	D_ff_AR M1(D1,clock,reset,A1);
	D_ff_AR M0(D0,clock,reset,A0);
endmodule
File: flow/run.sh
#!/bin/bash
# OpenROAD 26Q1-2900-gdf79404cd8, Yosys 0.63+post, stock flow scripts
make -C /OpenROAD-flow-scripts/flow DESIGN_CONFIG=/design/flow/config.mk WORK_HOME=/design/flow/orfs finish
==> flow_metrics.env <==
# flow metrics
export IMPL_chipArea_um2=6400
export IMPL_run_status="completed"
export IMPL_antenna_found_initial=0
export IMPL_grtUsageMet3_pct=0.2273
export IMPL_io_buffers=3
export IMPL_hp_class="primary input to asynchronous set/reset pin"
export IMPL_final_cells=73
export IMPL_finalSetupViolations=0
export IMPL_gr_total_overflow=0
export IMPL_gp_congestion=0.6614
export IMPL_fin_hold_ws_ns=0.2889
export IMPL_grt_usage_pct=1.693
export IMPL_top_usage_layer="met2"
export IMPL_fp_dieH_um=80
export IMPL_use_met2_pct=2.970
export IMPL_period_minus_slack_ns=1.571
export IMPL_synth_cells=16
export IMPL_dpl_cell_area_um2=267.8
export IMPL_crit_path_end_kind="output pin"
export IMPL_drive_gt1_share_pct=37.04
export IMPL_grt_util_met1_pct=1.668
export IMPL_vias_per_cell=2.342
export IMPL_drt_iter0_markers=2
export IMPL_io_pins=4
export IMPL_grt_pass1_vias=209
export IMPL_top_area_share_pct=45.45
export IMPL_grt_start_max_net_pins=7
export IMPL_crit_path_end="z"
export IMPL_placedCellCount=67
export IMPL_die_w_um=80
export IMPL_dr_pass1_iters=2
export IMPL_cts_buffers=3
export IMPL_area_leaders="dfrtp_1 (45%), nor2b_1 (7.6%), and3b_2 (6.1%)"
export IMPL_fin_area_um2=306.5
export IMPL_hold_viol_final=0
export IMPL_n_fill_cell=405
export IMPL_crit_start="M1.Q"
export IMPL_ys_flops=3
export IMPL_synth_area_per_cell_um2=10.32
export IMPL_reg2reg_from="M1.Q"
export IMPL_r2r_slack_ns=0.69
export IMPL_antenna_cells=0
export IMPL_crit_type="register to output pin"
export IMPL_htreeDepth=1
export IMPL_syn_to_final_growth_pct=85.61
export IMPL_rows=21
export IMPL_yosys_stat_seqShare_pct=45.45
export IMPL_finalCritPeriodShare_pct=92.40
export IMPL_clock_fmax_mhz=636.6
export IMPL_clk_latency_ns=0.23
export IMPL_routedWlPerCell_um=6.123
export IMPL_worstPathRequired_ns=1.36
export IMPL_clock_sinks=3
export IMPL_maxCapViolations=0
export IMPL_clk_pin_slew_ns=0.04
export IMPL_totalWireLength_um=447
export IMPL_initCoreUtil_pct=4.835
export IMPL_max_clock_path_buffers=2
export IMPL_synth_area_um2=165.2
export IMPL_arrival_ns=1.23
export IMPL_irDropWorstVdd_v=0.0001699
export IMPL_rr_worst_depth=3
export IMPL_cts_root_buffer="clkbuf_4"
export IMPL_startpoint_type="register"
export IMPL_fp_coreArea_um2=3416
export IMPL_grt_setup_unrepaired="no"
export IMPL_final_util_pct=8.974
export IMPL_cp_cell_sequence="and3b_2 -> o22a_2 -> dlygate4sd2_1"
export IMPL_p_leak_nw=0.1177
export IMPL_warnings=25
export IMPL_lay_top_cells="buf_4 (4), dfrtp_1 (3), clkbuf_4 (3)"
export IMPL_r2r_end="M1.Q"
export IMPL_grt_pass1_wl_um=917
export IMPL_yosys_cell_types_count=12
export IMPL_cts_tree="built"
export IMPL_vias=171
export IMPL_drtAntennaViolNets=0
export IMPL_max_stage_delay_ns=0.38
export IMPL_yosys_cells=16
export IMPL_clock_skew_ns=0.0001731
export IMPL_powerDensity_nw_per_um2=1571
export IMPL_yosysTopAreaCell="dfrtp_1"
export IMPL_fin_ws_ns=0.1292
export IMPL_cpMaxStageDelayCell="dfrtp_1"
export IMPL_lay_top_count="buf_4"
export IMPL_ys_warn_count=1
export IMPL_cts_hold_buf=0
export IMPL_drv_slew=0
export IMPL_worst_path_max_fanout=3
export IMPL_pre_cts_ws_ns=-0.2981
export IMPL_worst_slew_pin_slew_ns=0.1851
export IMPL_ys_area_um2=165.2
export IMPL_slew_headroom_pct=87.66
export IMPL_drc=0
per-layer routing:
layer	up-vias	part of all wire, %
met1	85	37
met5	-	0
li1	80	-
met4	0	9.2
met2	4	53
met3	2	0.45
flip-flops by register name, summed over array words and instances (netlist names):
signal,count
M1.Q,1
M2.Q,1
M0.Q,1
cells by family (layout without fill, tap and decap cells):
| family | count (synthesis) | in the layout | share of synthesized area, % |
|---|---|---|---|
| buf+inv | 0 | 11 | 0 |
| flops | 3 | 3 | 45.45 |
| xor+xnor | 1 | 1 | 5.304 |
| simple gates | 6 | 6 | 21.97 |
| compound gates | 6 | 6 | 27.27 |
worst min-delay path by stage:
stage           to
global route  M0.Q
finish        M0.Q
CTS           M2.Q
critical path, delay by kind of cell (launching register included):
family | cells | cell delay, ns
buffers and inverters | 1 | 0.23
AND/OR/NAND/NOR | 1 | 0.22
AND-OR/OR-AND | 1 | 0.17
flip-flops | 1 | 0.38
cell usage after synthesis, drive strengths merged:
library cell / instances
nor2: 2
nor2b: 2
dfrtp: 3
o22a: 1
and3b: 1
nand2b: 1
xnor2: 1
o21ba: 1
o21ai: 1
o22ai: 1
a21oi: 1
a22o: 1
stage by stage:
| stage | TNS [ns] | power, mW |
|---|---|---|
| 3_5_place_dp | -0.2981 | 0.3360 |
| 4_1_cts | 0 | 0.4903 |
| 6_report | 0 | 0.4815 |
| 3_3_place_gp | -0.2845 | 0.3299 |
| 2_1_floorplan | 0 | 0.2544 |
| 5_1_grt | 0 | 0.5406 |
power by group:
part / leakage (nW) / internal [mW] / switching, mW
combinational: 0.0652 / 0.138 / 0.0769
clock: 0.0150 / 0.0880 / 0.0379
sequential: 0.0375 / 0.105 / 0.0352
total: 0.118 / 0.331 / 0.150
repair_timing:
action                     in CTS  in global routing
gates resized                   2                  0
hold endpoints to repair        0                  0
setup endpoints to repair       1                  0
setup buffers                   2                  0
area by class of cell:
class | instances | area (um^2) | share of cell area [%]
multi-input combinational | 13 | 90.09 | 29.39
sequential | 3 | 75.07 | 24.49
tap | 46 | 57.56 | 18.78
clock buffer | 4 | 26.28 | 8.571
timing repair buffer | 7 | 57.56 | 18.78
No activity file was given, so power comes from the tool's default toggle rates.
