File: /design/flow/config.mk
export PLATFORM = sky130hd
export DESIGN_NAME = Lab2_Excess_3_adder_behavior
export DESIGN_NICKNAME = Lab2_Excess_3_adder_behavior
export VERILOG_FILES = /design/flow/design.v
export SDC_FILE = /design/flow/constraint.sdc
export NUM_CORES = 4
export LEC_CHECK = 1
export CORE_AREA = 10 10 70 70
export DIE_AREA = 0 0 80 80
File: /design/flow/run.sh
#!/bin/bash
# OpenROAD 26Q1-2900-gdf79404cd8, Yosys 0.63+post, stock flow scripts
make -C /OpenROAD-flow-scripts/flow DESIGN_CONFIG=/design/flow/config.mk WORK_HOME=/design/flow/orfs finish
File: /design/flow/design.v
module Lab2_4_bit_BLS(
	output [3:0]Diff,
	output Bout,
	input [3:0]X,Y,
	input Bin
) ;
wire [3:0]P;
wire [3:0]G;
wire [1:4]B;
assign  B[1] = G[0]||((!P[0])&&Bin),
	B[2] = G[1]||( (!P[1])&&G[0])||( (!P[1])&&(!P[0])&&Bin),
	B[3] = G[2]||( (!P[2])&&G[1])||( (!P[2])&&(!P[1])&&G[0])||((!P[2])&&(!P[1])&&(!P[0])&&Bin),
	B[4] = G[3]||((!P[3])&&G[2])||((!P[3])&&(!P[2])&&G[1])||((!P[3])&&(!P[2])&&(!P[1])&&G[0])||((!P[3])&&(!P[2])&&(!P[1])&&(!P[0])&&Bin);
assign 	P[0] = X[0]^Y[0],
	P[1] = X[1]^Y[1],
	P[2] = X[2]^Y[2],
	P[3] = X[3]^Y[3];
assign	G[0] = (!X[0])&&Y[0],
	G[1] = (!X[1])&&Y[1],
	G[2] = (!X[2])&&Y[2],
	G[3] = (!X[3])&&Y[3];
assign 	Diff[0] = P[0]^Bin,
	Diff[1] = P[1]^B[1],
	Diff[2] = P[2]^B[2],
	Diff[3] = P[3]^B[3];
assign 	Bout = B[4];
endmodule
module Lab2_4_bit_CLA
(
output[3:0] Sum ,
output Cout,
input [3:0] A ,
input [3:0]B,
input Cin
);
wire [1:4]C;
wire [3:0]P;
wire [3:0]G;
assign  C[1] = G[0]||(P[0]&&Cin),
	C[2] = G[1]||(P[1]&&G[0])||(P[1]&&P[0]&&Cin),
	C[3] = G[2]||(P[2]&&G[1])||(P[2]&&P[1]&&G[0])||(P[2]&&P[1]&&P[0]&&Cin),
	C[4] = G[3]||(P[3]&&G[2])||(P[3]&&P[2]&&G[1])||(P[3]&&P[2]&&P[1]&&G[0])||(P[3]&&P[2]&&P[1]&&P[0]&&Cin);
assign 	P[0] = A[0]^B[0],
	P[1] = A[1]^B[1],
	P[2] = A[2]^B[2],
	P[3] = A[3]^B[3];
assign	G[0] = A[0]&&B[0],
	G[1] = A[1]&&B[1],
	G[2] = A[2]&&B[2],
	G[3] = A[3]&&B[3];
assign 	Sum[0] = P[0]^Cin,
	Sum[1] = P[1]^C[1],
	Sum[2] = P[2]^C[2],
	Sum[3] = P[3]^C[3];
assign 	Cout = C[4];
endmodule
module Lab2_Excess_3_adder_behavior
(	output reg [3:0]Sum,
	output reg Cout,
	input [3:0]A,B,
	input Cin
);
wire [3:0] ans, Add_ans, Sub_ans;
wire Add_Cout, Sub_Cout, check;
Lab2_4_bit_CLA add1(ans, check, A, B, Cin);
Lab2_4_bit_CLA add2(Add_ans, Add_Cout, ans, 4'b0011, 1'b0);
Lab2_4_bit_BLS sub1(Sub_ans, Sub_Cout, ans, 4'b0011, 1'b0);
always @(*) begin
	if(check) Sum = {Add_ans[3], Add_ans[2], Add_ans[1], Add_ans[0]};
	else Sum = {Sub_ans[3], Sub_ans[2], Sub_ans[1], Sub_ans[0]};
	Cout = (check)? 1'b1 : 1'b0;
end
endmodule
File: /design/flow/constraint.sdc
current_design Lab2_Excess_3_adder_behavior

set clk_period 5.9
set clk_io_pct 0.2

create_clock -name clk0 -period $clk_period

set non_clock_inputs [all_inputs -no_clocks]
set_input_delay [expr $clk_period * $clk_io_pct] -clock clk0 $non_clock_inputs
set_output_delay [expr $clk_period * $clk_io_pct] -clock clk0 [all_outputs]
==> CHANGELOG.md <==
### Implementation results

- Fp util: 6.52%
- Post-CTS resize count: 0
- Max cap viols: 0
- Crit-path max FO: 2
- Post-CTS Hold Fix Bufs: 0
- Yosys stat chip area: 223 µm²
- Sequential cell area: 0 µm²
- Flop count: 0
- RSZ-0062 raised after global routing: false
- Largest net degree at the start of global routing: 5
- Share of layout cells above drive strength 1: 2.50%
- Fmax: 0.216 GHz
- Remaining routing DRC violations: 0
- Crit path capture type: primary output
- Startpoint types: input pin
- Worst hold-check path type: in -> out
- CP arrival: 3.45 ns
- Final setup TNS: 0 ns
- Number of antenna diodes: 0
- Tool warnings: 32
- Synthesized area: 223 µm²
- Mapped Cells: 26
- DRT iter0 DRCs: 3
- Setup violators final: 0
- Post-layout instance count excluding filler cells: approximately 86
- Dpl hpwl: 618 µm
- P per Cell Area: 136 nW/µm²
- # clk buffers: 0
- Min Tclk post-route: about 4.6 ns
- Post-CTS Setup Bufs: 0
- Synth warn: 1
- Routed WL per cell: 7.24 µm
- DR vias: 213
- First-pass GRT wire length: 1060 µm
- Core area: 3420 µm²
- Placed insts: about 86
- Detailed Route WL: between 600 and 700 µm
- RePlAce Congestion: 0.770
- Status: complete, no violations
- Crit path DRT: roughly 4.7 ns
- Via/cell ratio: 2.48
- Yosys Instances: 26
- Leakage: 0.174 nW
- Area growth syn-to-layout: 88.8%
- Number of global-route vias before repair: 250
- Die Area: 6400 µm²
- Slew @ Worst Pin: approximately 0.27 ns
- Die height: ~80 µm
- Horiz. Die Dim: 80 µm
- Top Ports: 14
- Initial antenna violation count: 0
- Crit Path Class: in -> out
- Max VDD drop: 24.8 µV
- Worst slew margin: 81.9%
- FILL cells: 400
- Port Buffers: 14
- Final Hold Fails: 0
- Routed Antenna Nets: 0
- Part of the cycle the worst path needs: 78.4%
- Post-synth seq share: 0%
- Avg Synthesized Cell Area: roughly 8.6 µm²
- Synth unique cells: 15
- Multi-input gate area: 219 µm²
- Total gr overflow: 0
- Detailed Routing Iterations Pass 1: 2
- Gr usage total: around 2.0%
- Slew Limit Fails: 0
- Rows: 21
==> cell usage in the layout, fill, tap and decap left out <==
cell	n
clkdlybuf4s50_1	14
xor2_1	4
ha_1	4
a21o_1	3
or2_1	2
xnor2_1	2
mux2i_1	2
a21oi_2	1
nand4_1	1
nand2_1	1
inv_1	1
and2_1	1
nor2_1	1
nand3b_1	1
a21oi_1	1
fa_1	1
==> synthesized netlist by cell type <==
cell type	count	area share (%)
a21oi_1	1	2.2
nand2_1	1	1.7
nor2_1	1	1.7
fa_1	1	9.0
nand4_1	1	2.8
xnor2_1	2	7.9
ha_1	4	22
a21o_1	3	10
xor2_1	4	16
mux2i_1	2	9.0
and2_1	1	2.8
a21oi_2	1	3.9
inv_1	1	1.7
nand3b_1	1	3.4
or2_1	2	5.6
==> power breakdown <==
group | leakage, nW | total (mW) | internal [mW] | switching, mW
Sequential | 0 | 0 | 0 | 0
Combinational | 0.174 | 0.0573 | 0.0380 | 0.0193
Clock | 0 | 0 | 0 | 0
Total | 0.174 | 0.0573 | 0.0380 | 0.0193
==> final timing paths <==
kind	startpoint	endpoint	slack (ns)	cells after the start
max	A[0]	Sum[3]	1.27	8
min	Cin	Sum[0]	3.51	4
==> metrics by stage <==
step / area (µm²) / total power [mW] / util (%) / setup slack [ns] / hold slack (ns)
detailed placement: 420 / 0.0586 / 12.3 / 1.26 / 3.53
CTS: 420 / 0.0587 / 12.3 / 1.26 / 3.53
global route: 420 / 0.0646 / 12.3 / 1.09 / 3.57
global placement: 420 / 0.0578 / 12.3 / 1.29 / 3.53
floorplan: 223 / 0.0261 / - / 2.37 / 2.55
finish: 420 / 0.0573 / 12.3 / 1.27 / 3.51
==> per-layer routing <==
layer	part of all wire [%]	global-route usage, %	routed length (µm)	vias up
li1	-	-	-	121
met5	0	0	0	-
met1	41	2.19	257	84
met2	43	3.61	268	8
met4	0	0	0	0
met3	16	1.14	97	0
==> cell type report <==
type | instances | share of cell area (%)
multi-input cells | 25 | 52.1
repair buffers | 14 | 33.3
well taps | 46 | 13.7
inverters | 1 | 0.893
==> critical path, stage by stage <==
cell	delay [ns]
clkdlybuf4s50_1	0.45
ha_1	0.30
a21o_1	0.17
a21o_1	0.20
xor2_1	0.25
mux2i_1	0.25
xnor2_1	0.15
clkdlybuf4s50_1	0.49
==> kinds of logic after synthesis <==
logic type	synth area share, %
xor+xnor	23.6
mux	8.99
compound gates	16.3
simple gates	18.0
buf+inv	1.68
fa+ha+maj	31.5
Power and IR drop assume default switching activity.
